`flow/design.v`:
```
module regFile (
    input [0:2] sel1,        
    input [0:2] sel2,        
    input [0:2] dataSel,     
    input [0:15] dataIn,     
    input load,              
    output [0:15] dataOut1,  
    output [0:15] dataOut2   
);
    reg [0:15] regArray [0:7];
    integer i;
    initial begin
        $dumpvars(0, regFile);
        for (i = 0; i < 8; i = i + 1)
            regArray[i] <= 0;
        $monitor("r0 = %b\nr1 = %b\nr2 = %b\nr3 = %b\nr4 = %b\nr5 = %b\nr6 = %b\nr7 = %b\n\n",
                regArray[0], regArray[1], regArray[2], regArray[3], regArray[4], regArray[5],
                regArray[6], regArray[7]);
    end
    assign dataOut1 = regArray[sel1];
    assign dataOut2 = regArray[sel2];
    always @(posedge load)
        regArray[dataSel] <= dataIn;
endmodule
```
`flow/run.sh`:
```
#!/bin/bash
# OpenROAD 26Q1-2900-gdf79404cd8, Yosys 0.63+post, stock flow scripts
make -C /OpenROAD-flow-scripts/flow DESIGN_CONFIG=/design/flow/config.mk WORK_HOME=/design/flow/orfs finish
```
`flow/config.mk`:
```
export PLATFORM = sky130hd
export DESIGN_NAME = regFile
export DESIGN_NICKNAME = regFile
export VERILOG_FILES = /design/flow/design.v
export SDC_FILE = /design/flow/constraint.sdc
export NUM_CORES = 4
export LEC_CHECK = 1
export CORE_UTILIZATION = 30
```
`flow/constraint.sdc`:
```
current_design regFile

set clk_period 2.5
set clk_io_pct 0.2

create_clock -name clk0 -period $clk_period [get_ports {load}]

set non_clock_inputs [all_inputs -no_clocks]
set_input_delay [expr $clk_period * $clk_io_pct] -clock clk0 $non_clock_inputs
set_output_delay [expr $clk_period * $clk_io_pct] -clock clk0 [all_outputs]
```
==> qor.rpt <==
===============================================================================================
Number of standard cells reported by yosys                                                  251
Run status                                                                         complete, no violations
Critical Path Sink Type                                                            primary output
Die area                                                                            20,700 um^2
X dimension of the die                                                                   144 um
Avg Synthesized Cell Area                                                             24.1 um^2
Residual antenna-violating net count after detailed routing                                   0
Class of the tightest hold or removal check                                        input port to register
Critical path data arrival time                                                         1.92 ns
Post-synth area from yosys stat                                                       6040 um^2
Synth warnings                                                                                3
Top cell types by occurrence after synthesis                                       sky130_fd_sc_hd__edfxtp_1, sky130_fd_sc_hd__mux4_1, sky130_fd_sc_hd__mux2_2
Die span in y                                                                            144 um
Overall global routing resource usage                                                     0.161
Maximum net fanout on the critical path                                                       6
LEAKAGE                                                                                 3.08 nW
Number of enable-type register cells in the synthesized netlist                             128
Number of warning messages in the logs                                                       25
Fraction of the mapped netlist area in simple logic gates                               0.00973
Min Clock Period, post-route                                                            2.42 ns
Post-synth ARST share                                                                         0
Hold Fails Final Rpt                                                                          0
Maxcap violations                                                                             0
Remaining design rule violation count                                                         0
Post-route cell area                                                                  8160 um^2
Maximum operating frequency                                                             413 MHz
CTS sink count                                                                              128
Final worst path period share                                                             0.968
Hold_buf cts                                                                                  0
Initial antenna violation count                                                               0
Max rail drop VDD                                                                      0.521 mV
Routed vias                                                                               3,173
MUX share of area                                                                         0.333
I/O Pins                                                                                     58
Count leader, synth                                                                sky130_fd_sc_hd__edfxtp_1
Launch point of the worst path                                                          sel2[2]
Clock input transition at the sequential cells of the worst setup and hold paths        0.05 ns
Largest area contributor in the netlist                                            sky130_fd_sc_hd__edfxtp_1
HPWL after detailed placement                                                           7.80 mm
Count of input and output buffers                                                            57
Max-area cell share                                                                       0.636
Total wire length                                                                       14.6 mm
Via count of the first global-routing pass                                                3,543
Placed cell area                                                                      7110 um^2
Wire length of the first global-routing pass                                            21.5 mm
Total power divided by cell area                                                    657 nW/um^2
Weighted congestion at the end of routability-driven global placement                     0.745
Vias per cell                                                                              4.87
Starting Density                                                                          0.309
Slew Limit Fails                                                                              0
Share of the yosys chip area belonging to registers                                       0.636
Transition time at the pin with the least slew margin                                  0.364 ns
Register ranked first by flip-flop count                                               regArray
Slew Limit Headroom                                                                       0.757
Total core area                                                                     19,600 um^2
Fraction of the mapped netlist area in compound gates                                         0
Starting DRC count in detailed routing                                                      152
Number of instances in the synthesized netlist                                              251
Flop and latch count out of synthesis                                                       128
CTS tree                                                                                  built
Flip-flop count of the largest register, all copies and words added                         128
Adders+Majority by Area                                                                       0
Antenna diode instance count                                                                  0
Xor and xnor area share after synthesis                                                       0
Registers with the most flip-flops                                                 regArray x128
Root cell of the clock tree                                                        sky130_fd_sc_hd__clkbuf_16
Per-cell routed wire length                                                             22.5 um
Global route overflow                                                                         0
Setup Total Neg Slack                                                                      0 ns
Largest buffer count on any clock path                                                        2
Number of cell rows                                                                          51
Total standard cell area after synthesis                                              6040 um^2
Critical Path RT                                                                        2.00 ns
CTS buffer count                                                                             17
Element type at the critical path start                                              input port
H-Tree Depth                                                                                  4
Iteration tally of the first detailed-router pass                                             4
Share of cells above drive strength 1                                                     0.486
Area delta synth->final                                                                   35.0%
Setup repair after global routing missed its margin                                       false
Capture point of the worst path                                                    dataOut2[15]
Count of distinct cell types in the synthesized netlist                                      13
Synth Flop Type                                                                    sky130_fd_sc_hd__edfxtp_1
Kind of critical path                                                              input port to primary output
Final Total Pwr                                                                         5.37 mW
Main area contributors                                                             sky130_fd_sc_hd__edfxtp_1, sky130_fd_sc_hd__mux4_1, sky130_fd_sc_hd__mux2_2
Maximum number of pins on one net before global-route repair                                 17
Biggest combinational cell group after synthesis                                   multiplexers
# setup viols final                                                                           0
===============================================================================================
## cell usage in the layout, fill, tap and decap left out
master	netlist	layout
sky130_fd_sc_hd__mux2_2	32	9
sky130_fd_sc_hd__nand2_1	1	1
sky130_fd_sc_hd__buf_12	0	8
sky130_fd_sc_hd__mux4_2	8	61
sky130_fd_sc_hd__clkinv_1	0	6
sky130_fd_sc_hd__clkbuf_1	0	4
sky130_fd_sc_hd__clkbuf_16	0	18
sky130_fd_sc_hd__and3b_1	2	2
sky130_fd_sc_hd__and3_1	1	1
sky130_fd_sc_hd__nor2_1	1	1
sky130_fd_sc_hd__mux4_1	56	3
sky130_fd_sc_hd__dlymetal6s2s_1	0	29
sky130_fd_sc_hd__dlygate4sd2_1	0	4
sky130_fd_sc_hd__clkdlybuf4s15_1	0	1
sky130_fd_sc_hd__edfxtp_1	128	128
sky130_fd_sc_hd__bufinv_16	0	1
sky130_fd_sc_hd__mux2_4	0	23
sky130_fd_sc_hd__nor3_2	0	1
sky130_fd_sc_hd__buf_16	0	12
sky130_fd_sc_hd__bufbuf_16	0	1
sky130_fd_sc_hd__nor3b_2	0	3
sky130_fd_sc_hd__buf_2	0	2
sky130_fd_sc_hd__buf_4	0	45
sky130_fd_sc_hd__clkdlybuf4s50_1	0	19
sky130_fd_sc_hd__clkinv_2	0	4
## routing by layer
metal | share of wire | track usage | routed length (um) | vias up
li1 | - | - | - | 1372
met1 | 0.35 | 0.185 | 5070 | 1586
met2 | 0.48 | 0.244 | 7030 | 200
met3 | 0.16 | 0.134 | 2390 | 15
met4 | 0.011 | 0.0146 | 159 | 0
met5 | 0 | 0 | 0 | -
## critical path, cell delays in order
cell and delay, ns:
sky130_fd_sc_hd__buf_16 0.13, sky130_fd_sc_hd__buf_4 0.15, sky130_fd_sc_hd__buf_16 0.12, sky130_fd_sc_hd__buf_4 0.13, sky130_fd_sc_hd__mux4_2 0.48, sky130_fd_sc_hd__mux2_2 0.27, sky130_fd_sc_hd__dlymetal6s2s_1 0.14
## worst min path at each step
stage | from | endpoint | depth (start not counted)
after CTS | dataIn[10] | regArray[7][5] | 1
after global routing | dataIn[10] | regArray[7][5] | 1
final | dataIn[13] | regArray[4][2] | 1
## report_power, final
group          internal [mW]  switching [mW]
clock network           1.33           0.788
logic                  0.462           0.258
registers               2.48          0.0432
total                   4.28            1.09
## per-stage QoR
stage | worst slack (ns) | hold WS [ns] | std cells | util
floorplan | 0.334 | 0.599 | 251 | -
global placement | -0.318 | 1.24 | 580 | 0.363
CTS | 0.000233 | 0.809 | 628 | 0.401
finish | 0.0798 | 0.818 | 652 | 0.417
detailed placement | -0.308 | 1.24 | 580 | 0.363
global route | 0.0163 | 0.836 | 652 | 0.417
## layout make-up
type	instances	area, um^2
clock buffer	21	440
clock inverter	11	72.6
fill	1687	11400
multi-input combinational	105	1980
sequential	128	3840
tap	265	332
timing repair buffer	122	1490
## cell families after synthesis
logic type / Yosys count
flops: 128
buf+inv: 18
mux: 96
simple gates: 9
## timing repair
| action | in CTS | in global routing |
|---|---|---|
| endpoints found under the hold margin | 0 | 0 |
| endpoints found under the setup margin | 32 | 28 |
| buffers inserted | 5 | 23 |
| resized | 100 | 41 |
| cloned | 11 | 1 |
Power figures rest on the tool's default switching activity, not on a simulated workload.
