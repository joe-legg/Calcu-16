[/design/flow/config.mk]
export PLATFORM = sky130hd
export DESIGN_NAME = instructionReg
export DESIGN_NICKNAME = instructionReg
export VERILOG_FILES = /design/flow/design.v
export SDC_FILE = /design/flow/constraint.sdc
export NUM_CORES = 4
export LEC_CHECK = 1
export CORE_AREA = 10 10 73 73
export DIE_AREA = 0 0 83 83
[/design/flow/constraint.sdc]
current_design instructionReg

set clk_period 1.0
set clk_io_pct 0.2

create_clock -name clk0 -period $clk_period [get_ports {load}]

set non_clock_inputs [all_inputs -no_clocks]
set_input_delay [expr $clk_period * $clk_io_pct] -clock clk0 $non_clock_inputs
set_output_delay [expr $clk_period * $clk_io_pct] -clock clk0 [all_outputs]
[/design/flow/design.v]
module instructionReg (
    input [0:25] dataIn,
    input load,
    output [0:25] dataOut
);
    reg [0:25] register;
    assign dataOut = register;
    always @(posedge load)
        register <=dataIn;
endmodule
[/design/flow/run.sh]
#!/bin/bash
# OpenROAD 26Q1-2900-gdf79404cd8, Yosys 0.63+post, stock flow scripts
make -C /OpenROAD-flow-scripts/flow DESIGN_CONFIG=/design/flow/config.mk WORK_HOME=/design/flow/orfs finish
==> PnR_summary.wiki <==
== Implementation results ==
{| class="wikitable"
! Metric !! Value
|-
| Maximum level of the CTS H-tree || 1
|-
| Destination of the worst hold path || register[20]
|-
| Cell area leaders || sky130_fd_sc_hd__dfxtp_1
|-
| Launching element type of the critical path || flop
|-
| Vias in the first global route || 454
|-
| Adder Share, Synth || 0
|-
| Endpoint type of the worst setup path || output port
|-
| Post-route design area || 1150 µm²
|-
| Number of distinct library cells after synthesis || 1
|-
| Vias after detailed routing || 391
|-
| Antenna violations before repair || 0
|-
| Power share of the clock group || 0.341
|-
| Number of CTS-inserted buffers || 3
|-
| Sum of overflow across all layers after global routing || 0
|-
| DR iter-0 viols || 2
|-
| Final period demand of the worst path || 0.964 ns
|-
| Unrepaired setup endpoints after global routing || false
|-
| Flip-flop and latch count after synthesis || 26
|-
| Hpwl dp || 1.31 mm
|-
| Peak supply drop || 0.000547 V
|-
| Vertical die dimension || 83 µm
|-
| Seq pwr share || 0.573
|-
| Mean area per synthesized cell || 20.0 µm²
|-
| Clock sink total || 26
|-
| Min-delay src || dataIn[20]
|-
| Final setup fails || 0
|-
| CTS Hold Bufs || 0
|-
| Worst stage delay on the critical path || 0.32 ns
|-
| Number of placed I/O pins || 53
|-
| Switch Pwr || 338 µW
|-
| XOR-XNOR Cells, Area Fraction || 0
|-
| Clock Path Buffers || 2
|-
| Worst Path Required || 0.80 ns
|-
| Fin. max-slew vios || 0
|-
| Iteration tally of the first detailed-router pass || 2
|-
| Ordered cell list for the critical path || clkdlybuf4s15_1
|-
| Port Buffer Count || 52
|-
| CP Class || flop to output port
|-
| Post-synthesis share of cell area spent on and, or, nand and nor gates || 0
|-
| Fraction of final layout cells with drive strength greater than 1 || 0.110
|-
| Post-placement setup slack || 0.0331 ns
|-
| Mapped Cells || 26
|-
| Ao+oa area frac || 0
|-
| Routed wire length || 1.55 mm
|-
| Leak pwr || 0.468 nW
|-
| Worst Setup Slack, final || 0.0364 ns
|-
| Area of the core || 3740 µm²
|-
| Number of buffers and inverters on the critical path || 1
|-
| Width of the die || 83 µm
|-
| Internal cell power || 1.59 mW
|-
| Sequential cell area || 524 µm²
|-
| FP Util || 0.139
|-
| Yosys stat area || 520 µm²
|-
| Vias/cell || 3.01
|-
| Register clock-pin slew on the reported worst setup and hold paths || 0.09 ns
|-
| Outcome || finished, final reports clean
|-
| Portion of netlist area occupied by mux cells || 0
|-
| Worst-path cell with the longest stage delay || sky130_fd_sc_hd__dfxtp_1
|-
| Hold path depth || 1
|-
| Slew at the pin with the worst max-slew slack || 0.0853 ns
|-
| Count of nets left with antenna violations after detail routing || 0
|-
| Row count || 22
|-
| Area fraction of the dominant cell type after synthesis || 1.00
|-
| Synth Warn # || 1
|-
| Tally of OpenROAD warnings || 25
|-
| Cell count after placement || 126
|-
| Final RePlAce weighted congestion || 0.692
|-
| Setup TNS || 0 ns
|-
| Synthesized cell area || 520 µm²
|-
| Hold crit path type || input port to flop
|-
| Fraction of power spent switching nets || 0.176
|-
| CTS Root Cell || sky130_fd_sc_hd__clkbuf_8
|-
| Largest delay contributor family on the critical path || flip-flops
|-
| Post-synthesis to final-layout area growth || 121%
|-
| Post-detailed-placement cell area || 1100 µm²
|-
| Fill cell instance count of the final layout || 391
|-
| Top Registers || register: 26 flops
|-
| Yosys cell count || 26
|-
| Period utilization || 0.964
|-
| Footprint of the multi-input gates || 0 µm²
|-
| Max Fanout on Critical Path || 1
|-
| Global-route wire length before repair || 2.35 mm
|-
| Max-Slew Margin vs Limit || 0.943
|-
| Instance count on the critical path || 1
|-
| Final hold vios || 0
|-
| Synth area leader || sky130_fd_sc_hd__dfxtp_1
|-
| Power density over the cells || 1680 nW/µm²
|-
| Ant diodes || 0
|-
| Data arrival time of the critical path || 0.76 ns
|-
| Number of standard cells in the layout, taps in and fillers out || 130
|-
| Remaining routing DRC violations || 0
|-
| Part of the power in combinational logic || 0.086
|-
| TritonCTS clock tree || yes
|-
| Flip-flop count of the largest register after layout || 26
|-
| Number of multi-input combinational cells || 0
|-
| Count of maximum capacitance violations || 0
|-
| Highest clock frequency the design can meet || 1040 MHz
|-
| Die area || 6890 µm²
|-
| Largest net degree at the start of global routing || 15
|-
| Post-detailed-route wirelength per cell || 11.9 µm
|-
| Total GRT Usage || 0.0408
|-
| Register ranked first by flip-flop count || register
|-
| Proportion of synthesized chip area in sequential cells || 1.00
|}
-- power groups by stage --
stage	combinational [mW]	sequential, mW	clock (mW)
CTS	0.173	1.10	0.700
global route	0.182	1.11	0.723
finish	0.166	1.10	0.658
-- worst max path at each step --
stage | slack [ns] | start | end
after CTS | 0.01 | register[20] | dataOut[20]
after global routing | 0.0003 | register[11] | dataOut[11]
final | 0.04 | register[22] | dataOut[22]
-- synthesized netlist by cell type --
cell and number:
sky130_fd_sc_hd__dfxtp_1 26
-- repair_timing --
item                       in CTS  in global routing
resized                        53                  4
setup endpoints to repair      26                  3
setup buffers                   0                  0
-- per-stage QoR --
stage                     hold WS, ns  utilization  total power, mW
after floorplan                 0.228            -             1.11
after global placement          0.650        0.294             1.32
after CTS                       0.351        0.309             1.98
after detailed placement        0.652        0.294             1.32
after global routing            0.357        0.307             2.01
final                           0.363        0.307             1.93
-- routing by layer --
metal,vias up,GRT usage,routed length (µm)
li1,190,-,-
met1,165,0.0462,623
met2,34,0.0587,652
met3,2,0.0295,235
met4,0,0.0138,36
met5,-,0,0
-- cell families (layout without fill, tap and decap cells) --
group / count (synthesis) / in the layout
buffers and inverters: 0 / 56
flip-flops: 26 / 26
-- layout by cell type (no fill, tap or decap), drive strengths merged --
cell           Yosys  routed
clkdlybuf4s15      0      24
clkdlybuf4s50      0      26
dfxtp             26      26
clkbuf             0       6
-- final cells by class --
| class | instances | area share |
|---|---|---|
| repair buffers | 52 | 0.444 |
| flip-flops and latches | 26 | 0.456 |
| clock buffers | 4 | 0.0479 |
| well taps | 48 | 0.0522 |
Power is estimated from default activity; no workload was simulated.
