==> flow/run.sh <==
#!/bin/bash
# OpenROAD 26Q1-2900-gdf79404cd8, Yosys 0.63+post, stock flow scripts
make -C /OpenROAD-flow-scripts/flow DESIGN_CONFIG=/design/flow/config.mk WORK_HOME=/design/flow/orfs finish
==> flow/config.mk <==
export PLATFORM = sky130hd
export DESIGN_NAME = controlUnit
export DESIGN_NICKNAME = controlUnit
export VERILOG_FILES = /design/flow/design.v
export SDC_FILE = /design/flow/constraint.sdc
export NUM_CORES = 4
export LEC_CHECK = 1
export CORE_UTILIZATION = 50
==> flow/constraint.sdc <==
current_design controlUnit

set clk_period 5.7
set clk_io_pct 0.2

create_clock -name clk0 -period $clk_period [get_ports {clk}]

set non_clock_inputs [all_inputs -no_clocks]
set_input_delay [expr $clk_period * $clk_io_pct] -clock clk0 $non_clock_inputs
set_output_delay [expr $clk_period * $clk_io_pct] -clock clk0 [all_outputs]
==> flow/design.v <==
module controlUnit (
    input clk,
    input aluCarry,
    input [0:25] instruction,
    input [0:15] aluOut, regDataOut1, regDataOut2,
    output reg aluEnable, regLoad, instrLoad, pcClk,
    output reg [0:2] aluSel, regSel1, regSel2, regSelData,
    output reg [0:15] aluA, aluB, regDataIn
);
    reg [0:1] cycle;
    initial begin
        $dumpfile("dump.vcd");
        $dumpvars(1, controlUnit, calcu16);
        cycle <= 0;
    end
    always @(posedge clk) begin
        case (cycle)
            2'b00: begin  
                instrLoad <= 1;
                end
            2'b01: begin  
                instrLoad <= 0;
                pcClk <= 1;  
                case (instruction[0:3])
                    4'b0001: begin  
                        regSel1 <= instruction[7:9];
                        regSel2 <= instruction[10:12];
                        aluA <= regDataOut1;
                        aluB <= regDataOut2;
                        aluSel <= 0;
                        aluEnable <= 1;
                        regSelData <= instruction[4:6];
                        regDataIn <= aluOut;
                    end
                    4'b0010: begin  
                        regSel1 <= instruction[7:9];
                        aluB <= instruction[10:25];
                        aluA <= regDataOut1[0:15];
                        aluSel <= 0;
                        aluEnable <= 1;
                        regSelData <= instruction[4:6];
                        regDataIn <= aluOut;
                    end
                endcase
                end
            2'b10: begin  
                pcClk <= 0;  
                case (instruction[0:3])
                    4'b0001: begin  
                        regLoad <= 1;
                    end
                    4'b0010: begin  
                        regLoad <= 1;
                    end
                endcase
            end
            2'b11: begin  
                case (instruction[0:3])
                    4'b0001: begin  
                        regLoad <= 0;
                        aluEnable <= 0;
                    end
                    4'b0010: begin  
                        regLoad <= 0;
                        aluEnable <= 0;
                    end
                endcase
            end
        endcase
        cycle <= cycle + 1;
    end
endmodule
==> results.yml <==
# generated from flow reports
synth:
  dominant_register_cell: "edfxtp_1"
  cell_variety_after_synth: 14
  ys_chip_area_um2: 2231
  postSynth.asyncResetShare: 0
  max_area_cell_share: 0.8211
  ys_seq_frac: 0.8390
  most_common_cell: "edfxtp_1"
  yosysCellCount: 101
  syn_inst: 101
  synth_top_cell_by_area: "edfxtp_1"
  post_synthesis_cell_area_um2: 2231
  enable_flop_cells: 61
  avgSynthCellArea_um2: 22.09
  synth_flops: 63
  yosysWarningCount: 3
  topCellsByArea: "edfxtp_1 82%, mux2_2 8.1%, ha_1 2.2%"
  synth.top_cells.by_count: "61 x edfxtp_1, 16 x mux2_2, 5 x inv_1"
placement:
  number_of_input_and_output_port_buffers_inserted: 135
  place_congestion: 0.7405
floorplan:
  die_x_um: 68.80
  io_pins: 140
  num_rows: 23
  die_height_um: 68.80
  fp_util: 0.5383
outcome:
  stop_stage: "detailed placement (3_5_place_dp)"
  outcome: "aborted with a tool error"
  firstError: "[ERROR DPL-0036] Detailed placement failed."
-- stage by stage --
stage	area [um2]	cells	hold slack (ns)	setup slack, ns
floorplan	2245	103	0.4200	0.9815
global placement	3656	287	0.4276	2.834
-- kinds of logic after synthesis --
logic type / count (synthesis) / synth area share
fa+ha+maj: 4 / 0.02243
flops: 63 / 0.8390
mux: 16 / 0.08076
simple gates: 5 / 0.02075
compound gates: 2 / 0.007853
buf+inv: 9 / 0.02356
other cells: 1 / 0.001681
xor+xnor: 1 / 0.003927
